--- ./run.sh ---
#!/bin/bash
# OpenROAD 26Q1-2900-gdf79404cd8, Yosys 0.63+post, stock flow scripts
make -C /OpenROAD-flow-scripts/flow DESIGN_CONFIG=/design/flow/config.mk WORK_HOME=/design/flow/orfs finish
--- ./config.mk ---
export PLATFORM = sky130hd
export DESIGN_NAME = Datapath
export DESIGN_NICKNAME = Datapath
export VERILOG_FILES = /design/flow/design.v
export SDC_FILE = /design/flow/constraint.sdc
export NUM_CORES = 4
export LEC_CHECK = 1
export CORE_UTILIZATION = 40
--- ./constraint.sdc ---
current_design Datapath

set clk_period 16.6
set clk_io_pct 0.2

create_clock -name clk0 -period $clk_period [get_ports {clk}]
create_clock -name clk1 -period $clk_period [get_ports {stack_clk}]

set non_clock_inputs [all_inputs -no_clocks]
set_input_delay [expr $clk_period * $clk_io_pct] -clock clk0 $non_clock_inputs
set_output_delay [expr $clk_period * $clk_io_pct] -clock clk0 [all_outputs]
--- ./design.v ---
module ALU (
    input signed [7:0] in1,       
    input signed [7:0] in2,       
    input [4:0] selector,         
    output reg signed [7:0] out,   
    output reg carryOut           
);
always @(*)
begin
    case (selector)
        5'b00_100: begin
            out = in1 + in2;        
            carryOut = ((out > 8'd128) || (out < -8'd128)) ? 1'b1 : 1'b0;   
        end
        5'b00_101: out = in1 - in2;   
        5'b00_110: begin
            out = in1 * in2;        
            carryOut = ((out > 8'd128) || (out < -8'd128)) ? 1'b1 : 1'b0;   
        end
        5'b00_111: out = in1 / in2;   
        5'b01_000: out = in1 & in2;   
        5'b01_001: out = ~(in1 & in2);   
        5'b01_010: out = in1 | in2;    
        5'b01_011: out = in1 ^ in2;   
        5'b01_100:
            if (in1 > in2)
                out = 8'b00000001;   
            else if (in1 < in2)
                out = 8'b11111111;   
            else
                out = 8'b00000000;   
        5'b01_101: out = ~in1;         
        default: begin
            out = 8'b00000000;       
            carryOut = 1'b0;         
        end
    endcase
end
endmodule
module CPURegisters(
  input wire clk,              
  input wire [7:0] data_in,    
  input wire sel_in,           
  input wire enable_write,     
  output wire [7:0] temp1,      
  output wire [7:0] temp2       
);
  reg [7:0] registers[0:1];     
  always @ (posedge clk) begin
    if (enable_write)
      registers[sel_in] = data_in;   
  end
  assign temp1 = registers[0];       
  assign temp2 = registers[1];       
endmodule
module Datapath(
input [4:0] alu_sel,
input stack_pop,
input stack_push,
input stack_clk,
input stack_rstn,
input [7:0] stack_din,
input clk,
input reg_sel,
input reg_we,
input [7:0] reg_din,
output [7:0] alu_output,
output alu_carry,
output stack_full,
output stack_empty,
output [7:0] stack_dout,
output [7:0] temp1,
output [7:0] temp2
);
wire [7:0] reg_to_aluin1, reg_to_aluin2;
assign temp1 = reg_to_aluin1;
assign temp2 = reg_to_aluin2;
Stack stack (.clk(stack_clk), .rstn(stack_rstn), .pop(stack_pop), .push(stack_push), .empty(stack_empty), .full(stack_full), .din(stack_din), .dout(stack_dout));
ALU alu (.in1(reg_to_aluin1), .in2(reg_to_aluin2), .selector(alu_sel), .out(alu_output), .carryOut(alu_carry));
CPURegisters registers (.clk(clk), .data_in(reg_din), .sel_in(reg_sel), .enable_write(reg_we), .temp1(reg_to_aluin1), .temp2(reg_to_aluin2));
endmodule
module Stack(
  clk,
  rstn,
  pop,
  push,
  empty,
  full,
  din,
  dout
);
  parameter WIDTH = 8;
  parameter DEPTH = 8;
  input clk;
  input rstn;
  input pop;
  input push;
  input [WIDTH-1:0] din;
  output [WIDTH-1:0] dout;
  output empty;
  output full;
  reg [WIDTH-1:0] stack[DEPTH-1:0];  
  reg [WIDTH-1:0] index, next_index; 
  reg [WIDTH-1:0] dout, next_dout;
  initial begin
    dout  = 8'b0;     
    index = 1'b0;     
  end
  wire empty, full;
  always @(posedge clk)  
  begin
    if (rstn)
    begin
      dout  <= 8'd0;     
      index <= 1'b0;     
    end
    else
    begin
      dout  <= next_dout;   
      index <= next_index;  
    end
  end
  assign empty = !(|index);          
  assign full  = !(|(index ^ DEPTH));  
  always @(*)  
  begin
    if (push)  
    begin
      stack[index] = din;     
      next_index   = index + 1'b1;  
    end
    else if (pop)  
    begin
      next_dout  = stack[index - 1'b1];  
      next_index = index - 1'b1;         
    end
    else
    begin
      next_dout  = dout;    
      next_index = index;   
    end
  end
endmodule
==> summary.rpt <==
IMPLEMENTATION SUMMARY REPORT
----------------------------------------------------
[Critical path]
  Cell type of the slowest stage on the worst timing path ........................ or4b_2
  Critical path destination ........................ alu_output[5]
  Worst path required time ........................ 13.28 ns
  Startpoint of the lowest-slack register-to-register path ........................ stack.index[0]
  Crit path largest cell delay ........................ 0.65 ns
  Crit path top cell by count ........................ ha_1
  Max Fanout on Critical Path ........................ 13
  Number of cell instances on the worst register-to-register path ........................ 7
  Reg2reg end ........................ stack.index[2]
  Startpoint kind of the worst setup timing path ........................ flip-flop
  Critical path launch point ........................ registers.registers[1][5]
  Endpoint arrival time on the critical path ........................ 12.57 ns
  Type of destination of the critical path ........................ primary output
  Critical path type ........................ reg -> out
  Setup slack of the worst register-to-register path ........................ 14.73 ns

[Global routing]
  Pin count of the biggest net entering global routing ........................ 24
  Antenna violations before repair ........................ 0
  GRT Total Usage ........................ 0.229
  Via count of the first global-routing pass ........................ 6304
  Overflow after GRT ........................ 0
  First-pass GRT wire length ........................ 33900 um

[Synth]
  Avg Inst Size Synth ........................ 8.46 um2
  Chip Area, Yosys ........................ 0.00742 mm2
  Primary flip-flop cell chosen by synthesis mapping ........................ dlxtn_1
  Async set-or-reset flop fraction in the synthesized netlist ........................ 0
  Count of mapped cells out of synthesis ........................ 877
  Area fraction of the dominant cell type after synthesis ........................ 0.155
  Netlist Area Pre-Place ........................ 0.00742 mm2
  Number of flops mapped to enable cells by yosys ........................ 16
  Synthesized registers ........................ 105
  Synth warnings ........................ 4
  Cell total in the yosys stat output ........................ 877
  Distinct cell type count after synthesis ........................ 86
  Most area-consuming cells after synthesis ........................ ha_1 (16%), dlxtn_1 (15%), edfxtp_1 (6.5%)
  Biggest area consumer among synthesized cells ........................ ha_1

[Final layout]
  Fraction of layout cells with a size suffix above 1 ........................ 0.102
  Area added between synthesis and finish ........................ 17.7%
  Final instance count without filler cells ........................ 1178
  Utilization of the core after routing ........................ 0.483
  Number of filler cells placed in the layout ........................ 1700
  Most frequent logic cell in the layout ........................ ha_1
  Dominant logic cell types in the final layout ........................ ha_1 (91), nor2_1 (84), dlxtn_1 (73), clkdlybuf4s50_1 (61)

[Drt]
  Final routed DRC violation total ........................ 0
  Detailed router's first-iteration violation count ........................ 414
  Number of antenna cells inserted ........................ 0
  Routed WL per cell ........................ 17.8 um
  Detailed-route vias per instance ........................ 5.65
  Number of antenna-violating nets in the routed design ........................ 0
  Total routed wirelength ........................ 20900 um
  Number of vias after detailed routing ........................ 6653
  Router iterations before antenna repair ........................ 22

[Outcome]
  Run status ........................ finished, final reports clean

[Power and ir drop]
  Switching power as a share of total power ........................ 0.438
  Switching power total ........................ 336 uW
  Sequential group share of total power ........................ 0.168
  Combinational share of power ........................ 0.704
  Worst-case vdd ir drop ........................ 0.0843 mV
  Leakage dissipation ........................ 3.80 nW
  Proportion of power drawn by the clock network ........................ 0.128
  Pwr/cell area ........................ 87.9 mW/mm2
  Internal power summed over all cells ........................ 432 uW

[STA]
  Worst hold slack across all endpoints ........................ 0.512 ns
  Total count of max-transition violations in the final report ........................ 0
  Setup-failing EPs final ........................ 0
  Slew at the pin with the worst max-slew slack ........................ 0.759 ns
  Sum Neg Setup Slack ........................ 0 ns
  Endpoints left unconstrained ........................ 74
  Final Hold Fails ........................ 0
  Final WS setup ........................ 0.711 ns
  Worst slew margin ........................ 0.493
  Register pins left without a clock ........................ 73
  Final setup skew ........................ 0.00157 ns

[Floorplanning]
  X dimension of the die ........................ 138 um
  Die y size ........................ 138 um
  Area of the core ........................ 0.0181 mm2
  Effective utilization at floorplan ........................ 0.410
  Full die area ........................ 0.0191 mm2
  Floorplan row count ........................ 49
  Io pins ........................ 63

[Flow run]
  Tool warnings ........................ 51
  # Max-Cap Violations ........................ 0

[Placed design]
  Count of buffers inserted at the top-level ports ........................ 61
  Number of cells after detailed placement ........................ 1164
  Routability congestion estimate ........................ 0.981
  Total half-perimeter wirelength after legalization and detailed placement ........................ 16400 um
  Post-Place Worst Slack ........................ 0.434 ns

[CTS]
  CTS tree ........................ yes
  Post-CTS clock slew at the launch and capture registers of the worst setup and hold paths ........................ 0.05 ns

[Worst hold path]
  Hold WC Path Type ........................ reg -> reg

----------------------------------------------------
sequential cells by signal, summed over array words and instances, names as in the netlist:
signal,count
stack.stack,64
registers.registers,16
stack.dout,8
stack.index,8
stack.next_dout,8
alu.carryOut,1
worst min path at each step:
| stage | start | endpoint | slack, ns | cells after the start |
|---|---|---|---|---|
| after CTS | stack.index[7] | stack.index[7] | 0.52 | 2 |
| after global routing | stack.index[7] | stack.index[7] | 0.54 | 2 |
| final | stack.index[7] | stack.index[7] | 0.51 | 2 |
synthesized netlist by cell type, drive strengths merged, types with 3 or more instances:
cell type,count
ha,92
nor2,86
dlxtn,73
a21oi,57
inv,56
nand2,56
xnor2,45
o21ai,29
clkbuf,27
nor3,25
mux2,21
dfxtp,16
edfxtp,16
nand3,15
nor4,15
a221oi,14
fa,14
nor2b,14
xor2,13
o31ai,11
o21a,10
a21o,9
and2,9
mux2i,9
nand2b,9
or2,9
a22oi,8
a31oi,8
buf,7
nand4,7
o211ai,7
or3,7
a211oi,6
and3,6
o22ai,6
a2111oi,4
nand3b,4
nor3b,4
o21bai,4
o221ai,4
o2111ai,3
or4,3
cell type report:
class                           count  area, um2  area share
Clock inverter                      1       3.75    0.000430
Timing Repair Buffer               98        892       0.102
Sequential cell                   105       1900       0.217
Multi-Input combinational cell    681       5270       0.604
Tap cell                          229        287      0.0328
Clock buffer                        7        164      0.0188
Inverter                           57        214      0.0245
metrics by stage:
| step | power [mW] | instance area [um2] |
|---|---|---|
| finish | 0.768 | 8730 |
| global route | 0.835 | 8730 |
| CTS | 0.737 | 8570 |
| detailed placement | 0.634 | 8410 |
| global placement | 0.640 | 8410 |
| floorplan | 0.492 | 7420 |
timing repair:
action / 4_1_cts / 5_1_grt
hold buffers: 0 / 0
gates resized: 0 / 20
endpoints found under the setup margin: 0 / 8
setup buffers: 0 / 6
logic make-up after synthesis:
family,share of synthesized area
multiplexers,0.0445
flip-flops,0.108
XOR/XNOR,0.0746
buffers and inverters,0.0477
latches,0.148
AND/OR/NAND/NOR,0.189
adder cells (fa/ha/maj),0.193
AND-OR/OR-AND,0.196
worst max-delay path, delay by kind of cell (launching register included):
kind	cells	cell delay, ns
AND-OR/OR-AND	19	3.59
adder cells (fa/ha/maj)	7	2.17
buffers and inverters	4	1.04
flip-flops	1	0.60
multiplexers	4	1.28
AND/OR/NAND/NOR	19	3.59
per-layer routing:
metal,GRT usage,share of wire,vias up
li1,-,-,3315
met1,0.349,0.48,3081
met2,0.356,0.44,235
met3,0.0406,0.067,22
met4,0.0290,0.012,0
met5,0,0,-
power by group through the flow:
stage	logic [mW]	clock network [mW]	registers (mW)
final	0.540	0.0984	0.129
after global routing	0.599	0.105	0.131
after CTS	0.507	0.102	0.129
No activity file was given, so power comes from the tool's default toggle rates.
