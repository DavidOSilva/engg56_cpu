## design/flow/design.v

```verilog
module CPUControl(
input clk, input reset, 
input [7:0] bus_values_data, input [12:0] bus_inst_data, input [7:0] alu_result,
input [7:0] temp1, input [7:0] data_from_stack, output reg [7:0] values_addr, 
output reg reg_selector, output reg [7:0] ip, output reg [4:0] alu_selector,
output reg rst, output reg [7:0] data_to_push, output reg stack_clk,
output reg values_ram_clk, output reg inst_ram_clk, output reg ew_reg,
output reg [7:0] values_data, output reg pop, output reg push,
output reg ew_ram_values);
    reg [4:0] ir = 5'b00000;
    reg [4:0] state = 5'h1;
    reg [4:0] future_state = 5'h2;
    reg is_jmp_inst = 1'b0;
    reg two_register_instruction = 1'b0;
    reg [7:0] temp_memory = 8'b0;
    initial begin
        ip = 8'b00000000;
        data_to_push = 8'b00000000;
        rst = 1'b0;
        stack_clk = 1'b0;
        values_ram_clk = 1'b0;
        inst_ram_clk = 1'b0;
        alu_selector = 5'b00000;
        reg_selector = 1'b0;
        pop = 1'b0;
        push = 1'b0;
        ew_ram_values = 1'b0;
        values_addr = 8'b00000000;
        values_data = 8'b00000000;
    end
    always @(posedge clk) begin
      if(reset)
        state <= 5'h0;
      else
        state <= future_state;
    end
    always @(*) begin 
        rst = 1'b0;
        case (state)
            5'h0: begin
                future_state = 5'h1;
                ip = 8'b00000000;
                data_to_push = 8'b00000000;
                rst = 1'b1;
                stack_clk = 1'b0;
                values_ram_clk = 1'b0;
                inst_ram_clk = 1'b0;
                alu_selector = 5'b00000;
                reg_selector = 1'b0;
                pop = 1'b0;
                push = 1'b0;
                ew_ram_values = 1'b0;
                values_addr = 8'b00000000;
                values_data = 8'b00000000;
                is_jmp_inst = 1'b0;
                ir = 5'b00000;
            end
            5'h1: begin
                stack_clk = 1'b0;
                push = 1'b0;
                pop = 1'b0;
                is_jmp_inst = 1'b0;
                inst_ram_clk = 1'b1;
                future_state = 5'h2;
            end
            5'h2: begin
                ir = bus_inst_data[12:8];
                inst_ram_clk = 1'b0;
                case (ir)
                    5'b00_000:
                        future_state = 5'h9;
                    5'b00_001:
                        future_state = 5'h9;
                    5'b00_010:
                        future_state = 5'h9;
                    5'b00_011: begin 
                        pop = 1'b1;
                        stack_clk = 1'b0;
                        future_state = 5'hD;
                    end
                    5'b00_100: begin
                        two_register_instruction = 1'b1;
                        pop = 1'b1;
                        future_state = 5'h3;
                    end
                    5'b00_101: begin
                        two_register_instruction = 1'b1;
                        pop = 1'b1;
                        future_state = 5'h3;
                    end
                    5'b00_110: begin
                        two_register_instruction = 1'b1;
                        pop = 1'b1;
                        future_state = 5'h3;
                    end
                    5'b00_111: begin
                        two_register_instruction = 1'b1;
                        pop = 1'b1;
                        future_state = 5'h3;
                    end
                    5'b01_000: begin
                        two_register_instruction = 1'b1;
                        pop = 1'b1;
                        future_state = 5'h3;
                    end
                    5'b01_001: begin
                        two_register_instruction = 1'b1;
                        pop = 1'b1;
                        future_state = 5'h3;
                    end
                    5'b01_010: begin
                        two_register_instruction = 1'b1;
                        pop = 1'b1;
                        future_state = 5'h3;
                    end
                    5'b01_011: begin
                        two_register_instruction = 1'b1;
                        pop = 1'b1;
                        future_state = 5'h3;
                    end
                    5'b01_100: begin
                        two_register_instruction = 1'b1;
                        pop = 1'b1;
                        future_state = 5'h3;
                    end
                    5'b01_101: begin
                        two_register_instruction = 1'b0;
                        pop = 1'b1;
                        future_state = 5'h3;
                    end
                    5'b01_110: begin
                        future_state = 5'hB;
                    end
                    5'b01_111, 5'b10_000, 5'b10_000, 5'b10_001, 5'b10_010, 5'b10_011: begin
                        alu_selector = 5'b01_100;
                        reg_selector = 1'b1;
                        values_data = 8'b0;
                        pop = 1'b1;
                        ew_reg = 1'b1;
                        two_register_instruction = 1'b0;
                        is_jmp_inst = 1'b1;
                        future_state = 5'h3;
                    end
                    5'b10_100: begin
                        future_state = 5'hB;
                    end
                    5'b10_101: begin
                        future_state = 5'hF;
                    end
                    default begin
                        future_state = 5'h2;
                    end
                endcase
            end
            5'h3: begin
                reg_selector = 1'b0;
                stack_clk = 1'b1;
                values_data = data_from_stack;
                future_state = 5'h4;
            end
            5'h4: begin
                ew_reg = 1'b1;
                stack_clk = 1'b0;
                pop = 1'b0;
                if (two_register_instruction)
                    future_state = 5'h5;
                else
                    future_state = 5'h8;
            end
            5'h5: begin
                pop = 1'b1;
                reg_selector = 1'b1;
                ew_reg = 1'b0;
                values_data = data_from_stack;
                future_state = 5'h6;
            end
            5'h6: begin
                ew_reg = 1'b1;
                stack_clk = 1'b1;
                values_data = data_from_stack;
                alu_selector = ir;
                future_state = 5'h7;
            end
            5'h8: begin
                stack_clk = 1'b0;
                if(is_jmp_inst)
                    future_state = 5'hB;
                else begin
                    alu_selector = ir;
                    future_state = 5'h7;
                end
            end
            5'h7: begin
                pop = 1'b0;
                stack_clk = 1'b0;
                ew_reg = 1'b0;
                future_state = 5'h9;
            end
            5'h9: begin
                case (ir)
                    5'b00_000: begin
                        values_addr = bus_inst_data[7:0];
                        values_ram_clk = 1'b1;
                        data_to_push = bus_values_data;
                        future_state = 5'hA;
                    end
                    5'b00_001: begin
                        data_to_push = bus_inst_data[7:0];
                        future_state = 5'hA;
                    end
                    5'b00_010: begin
                        data_to_push = temp1;
                        future_state = 5'hA;
                    end
                    default: begin
                        data_to_push = alu_result;
                        future_state = 5'hA;
                    end
                endcase
            end
            5'hA: begin
                push = 1'b1;
                future_state = 5'h10;
            end
            5'hB: begin
                values_addr = bus_inst_data[7:0];
                future_state = 5'hC;
            end
            5'hC: begin
                values_ram_clk = 1'b1;
                future_state = 5'hF;
            end
            5'hD: begin
                stack_clk = 1'b1;
                values_ram_clk = 1'b0;
                values_addr = bus_inst_data[7:0];
                values_data = data_from_stack;
                ew_ram_values = 1'b1;
                future_state = 5'hE;
            end
            5'hE: begin
                values_ram_clk = 1'b1;
                future_state = 5'h10;
            end
            5'hF: begin
                case(ir) 
                    5'b01_111: begin
                        if(alu_result == 8'b0) begin
                            ip = bus_values_data[7:0];
                            future_state = 5'h1;
                        end
                        else begin
                            future_state = 5'h10;
                        end
                    end
                    5'b10_000: begin
                        if(alu_result == 8'b0000_0001) begin
                            ip = bus_values_data[7:0];
                            future_state = 5'h1;
                        end
                        else begin
                            future_state = 5'h10;
                        end
                    end
                    5'b10_001: begin
                        if(alu_result == 8'b1111_1111) begin
                            ip = bus_values_data[7:0];
                            future_state = 5'h1;
                        end
                        else begin
                            future_state = 5'h10;
                        end
                    end
                    5'b10_010: begin
                        if(alu_result == 8'b0 || alu_result == 8'b0000_0001) begin
                            ip = bus_values_data[7:0];
                            future_state = 5'h1;
                        end
                        else begin
                            future_state = 5'h10;
                        end
                    end
                    5'b10_011: begin
                        if(alu_result == 8'b0 || alu_result == 8'b1111_1111) begin
                            ip = bus_values_data[7:0];
                            future_state = 5'h1;
                        end
                        else begin
                            future_state = 5'h10;
                        end
                    end
                    5'b10_100: begin
                        temp_memory = ip;
                        ip = bus_values_data[7:0];
                        future_state = 5'h1;
                    end
                    5'b10_101: begin
                        ip = temp_memory + 8'b00000001;
                        values_ram_clk = 1'b0;
                        inst_ram_clk = 1'b0;
                        ew_ram_values = 1'b0;
                        two_register_instruction = 1'b0;
                        ew_reg = 1'b0;
                        future_state = 5'h1;
                    end
                    5'b01_110: begin
                        ip = bus_values_data[7:0];
                        future_state = 5'h1;
                    end
                    default: begin
                        future_state = 5'h0;
                    end
                endcase
            end
            5'h10: begin
                stack_clk = 1'b1;
                values_ram_clk = 1'b0;
                inst_ram_clk = 1'b0;
                ew_ram_values = 1'b0;
                two_register_instruction = 1'b0;
                ew_reg = 1'b0;
                ip = ip + 8'b00000001;
                future_state = 5'h1;
            end
        endcase
	end
endmodule
```

## design/flow/run.sh

```bash
#!/bin/bash
# OpenROAD 26Q1-2900-gdf79404cd8, Yosys 0.63+post, stock flow scripts
make -C /OpenROAD-flow-scripts/flow DESIGN_CONFIG=/design/flow/config.mk WORK_HOME=/design/flow/orfs finish
```

## design/flow/config.mk

```make
export PLATFORM = sky130hd
export DESIGN_NAME = CPUControl
export DESIGN_NICKNAME = CPUControl
export VERILOG_FILES = /design/flow/design.v
export SDC_FILE = /design/flow/constraint.sdc
export NUM_CORES = 4
export LEC_CHECK = 1
export CORE_UTILIZATION = 30
```

## design/flow/constraint.sdc

```tcl
current_design CPUControl

set clk_period 1.5
set clk_io_pct 0.2

create_clock -name clk0 -period $clk_period [get_ports {clk}]

set non_clock_inputs [all_inputs -no_clocks]
set_input_delay [expr $clk_period * $clk_io_pct] -clock clk0 $non_clock_inputs
set_output_delay [expr $clk_period * $clk_io_pct] -clock clk0 [all_outputs]
```

==> summary.rpt <==
CLOCK NETWORK
---------------------------------------------------------------------------
Number of buffers inserted during clock tree synthesis                    3
Buffer depth of the longest clock path                                    2
Clock tree from TritonCTS                                              done
Hold-fix buffers, CTS                                                     0
Reg clk slew, reported paths                                        0.03 ns
Depth of the CTS H-tree                                                   1
Cell at the root of the clock tree                                 clkbuf_8

GLOBAL ROUTE
---------------------------------------------------------------------------
Vias in the first global route                                         2738
Total global-route track usage                                        0.164
Pin count of the biggest net entering global routing                     36
Global-route congestion overflow total                                    0
Antenna violations before repair                                          0
First-pass GRT wire length                                         13600 um

FINAL TIMING
---------------------------------------------------------------------------
Slew Limit Fails                                                          0
Count of endpoints without a timing constraint                          110
Total negative setup slack                                             0 ns
Number of setup violations in the final report                            0
Final period util                                                     0.905
Final critical-path setup slack                                    0.142 ns
Maximum clock rate                                                  736 MHz
Unrepaired setup endpoints after global routing                          no
Normalized max-slew margin                                            0.441
Fin crit period                                                     1.36 ns
Worst hold margin                                                  0.733 ns
Final hold violation count                                                0
Number of register pins that no clock reaches                            65
Worst Tran Pin Value                                               0.837 ns

OUTCOME
---------------------------------------------------------------------------
Status                                                         finished clean

SYNTHESIS
---------------------------------------------------------------------------
Synthesized instance count                                              394
Ys async rst share                                                        0
Post-synthesis cell type count                                           54
Post-synth top area share                                             0.326
Register bit total from synthesis                                        70
Most popular library cell in the synthesized design by count        dlxtn_1
Commonest cells in the synthesized netlist                     65 x dlxtn_1, 37 x nor2_1, 31 x nand2_1
Leading area contributor after synthesis                            dlxtn_1
Cell types occupying the most area after synthesis             dlxtn_1 33%, and2_1 5.0%, nor2_1 4.6%
Netlist Area Pre-Place                                            2990 um^2
Post-synth EDFFs                                                          0
Dominant register cell                                              dlxtn_1
Mean instance size in the synthesized netlist                     7.60 um^2
Yosys Chip Area                                                   2990 um^2
Post-synthesis cell count from yosys                                    394
Count of synthesis-stage warnings from yosys                             17

FLOORPLANNING
---------------------------------------------------------------------------
Initial Utilization                                                   0.308
Die Y                                                                102 um
Overall chip area                                                10400 um^2
Die X                                                                102 um
Floorplan core area                                               9730 um^2
Number of standard-cell rows in the floorplan                            36
Number of ports placed on the die boundary                               93

JOB
---------------------------------------------------------------------------
Max_cap viols                                                             0
Number of warnings the tools reported                                    25

ROUTING
---------------------------------------------------------------------------
First-pass DRT Iterations                                                 4
Vias after detailed routing                                            3055
Remaining routing DRC violations                                          0
Avg Vias per Cell                                                      5.05
Number of DRC violations after detailed-routing iteration 0             167
Post-detailed-route wirelength per cell                             14.0 um
Post-detailed-routing wire length                                   8440 um
Number of antenna-violating nets in the routed design                     0
N_diodes                                                                  0

MIN PATH
---------------------------------------------------------------------------
WHS Endpoint                                                   state[4]$_SDFF_PP0_
Hold Path Stages                                                          2
Worst hold start                                                      reset
Type of the worst min-delay path                                  in -> reg

SETUP PATH
---------------------------------------------------------------------------
Critical Path Sink Type                                          output pin
Startpoint-to-endpoint class of the critical path                reg -> out
Worst path arrival time                                             1.06 ns
Worst Setup Start Kind                                                 flop
WP data required                                                    1.20 ns
Maximum fanout along the worst path                                       2

CELLS AND AREA
---------------------------------------------------------------------------
Utilization after layout                                              0.420
Share of post-route cells with drive strength above 1                0.0508
Post-route cell area                                              4090 um^2
Layout area overhead                                                  36.6%

PLACE
---------------------------------------------------------------------------
Port buffer count                                                        92
HPWL after detailed placement                                       6430 um
Worst slack at placement                                          0.0387 ns
Routability cong.                                                     0.858
Post-place instance area                                          4020 um^2

POWER AND IR DROP
---------------------------------------------------------------------------
Max IR drop VDD                                                    0.198 mV
Power density normalized to cell area                           188 nW/um^2
Standby leakage power                                            0.00159 uW

==> final cells by class <==
cell class,instances,area [um^2]
Sequential cell,70,1080
Inverter,2,7.51
Clock buffer,4,45.0
Multi-Input combinational cell,294,1800
Tap cell,133,166
Fill cell,964,5640
Timing Repair Buffer,102,995
==> critical path, stage by stage, from the launching register on <==
cell,delay (ns)
dfxtp_2,0.31
nor3_2,0.18
and2_1,0.16
dlygate4sd2_1,0.20
==> routing by layer <==
layer | global-route usage | up-vias | wire length [um]
met4 | 0.0110 | 0 | 36
met3 | 0.0118 | 2 | 569
li1 | - | 1550 | -
met2 | 0.277 | 104 | 3890
met5 | 0 | - | 0
met1 | 0.246 | 1399 | 3950
==> through the flow <==
step | instances | power [uW]
after global routing | 605 | 823
after floorplan | 394 | 329
after detailed placement | 599 | 524
after CTS | 605 | 777
final | 605 | 770
after global placement | 599 | 523
==> worst max-delay path by stage <==
stage / start / to / slack, ns / cells past startpoint
after CTS: state[2]$_SDFF_PP0_ / rst / 0.13 / 3
after global routing: state[2]$_SDFF_PP0_ / rst / 0.06 / 3
final: state[2]$_SDFF_PP0_ / rst / 0.14 / 3
==> cells in the final DEF (no fill, tap or decap), types with 2 or more instances in the layout <==
master and count:
a211oi_1 2, a21o_1 4, a21oi_1 19, a22oi_1 5, a31oi_1 3, a32oi_1 2
and2_1 24, and3_1 9, buf_4 10, clkbuf_8 3, clkdlybuf4s50_1 91, dfxtp_1 4
dlxtn_1 65, ha_1 2, mux2_2 3, mux2i_1 9, nand2_1 31, nand2b_1 10
nand3_1 14, nand3b_1 4, nand4_1 5, nor2_1 37, nor2b_1 15, nor3_1 9
nor3b_1 5, nor4_1 3, o211ai_1 2, o21a_1 4, o21ai_0 18, o21ai_1 3
o21bai_1 2, o22ai_1 10, o2bb2ai_1 2, o32ai_1 4, or3_1 3, or3b_2 2
xnor2_1 6, xor2_1 8
==> cells by family after synthesis <==
| family | Yosys count | synth area share |
|---|---|---|
| AND/OR/NAND/NOR | 178 | 0.318 |
| AND-OR/OR-AND | 87 | 0.186 |
| XOR/XNOR | 14 | 0.0410 |
| flip-flops | 5 | 0.0334 |
| buffers and inverters | 30 | 0.0418 |
| multiplexers | 12 | 0.0414 |
| latches | 65 | 0.326 |
| adder cells (fa/ha/maj) | 3 | 0.0117 |
==> where the power goes <==
group,switching [uW],total (uW),internal [uW],leakage [uW]
clock network,61.7,244,182,0.0000228
logic,142,329,187,0.00102
registers,11.4,198,186,0.000539
==> what timing repair did <==
item / in CTS / in global routing
resized: 3 / 0
setup buffers: 2 / 0
endpoints found under the setup margin: 1 / 0
endpoints found under the hold margin: 0 / 0
Power is estimated from default activity; no workload was simulated.
